`flow/design.v`:
```
module syn_fifo #(
    parameter                           P_DATA_W    = 8,
    parameter                           P_DEPTH     = 8
)(
    input                               clk, 
    input                               rst_n, 
    input       [P_DATA_W - 1   : 0]    i_data,
    input                               i_wr_en,
    input                               i_rd_en,
    output                              o_full,
    output                              o_empty,
    output reg  [P_DATA_W - 1   : 0]    o_data
);
    localparam  P_PTR_W = $clog2(P_DEPTH) + 1;
    reg     [P_PTR_W - 1        : 0] wr_ptr;     
    reg     [P_PTR_W - 1        : 0] rd_ptr;     
    reg     [P_DATA_W - 1       : 0] fifo [P_DEPTH];
    always @(posedge clk) begin
        if(!rst_n) begin
            wr_ptr <= 0;
            rd_ptr <= 0;
            o_data <= 0;
        end else begin
            if(i_wr_en && !o_full) begin
                wr_ptr <= wr_ptr + 1;
                fifo[wr_ptr[0 +: (P_PTR_W - 1)]] <= i_data;
            end
            if(i_rd_en && !o_empty) begin
                rd_ptr <= rd_ptr + 1;
                o_data <= fifo[rd_ptr[0 +: (P_PTR_W - 1)]];
            end
        end
    end
    assign {o_full, o_empty} =      (wr_ptr == rd_ptr) ? 2'b01 :
                                    (wr_ptr[0 +: (P_PTR_W - 1)] == rd_ptr[0 +: (P_PTR_W - 1)]) ? 2'b10 : 2'b00;
endmodule
```
`flow/run.sh`:
```
#!/bin/bash
# OpenROAD 26Q1-2900-gdf79404cd8, Yosys 0.63+post, stock flow scripts
make -C /OpenROAD-flow-scripts/flow DESIGN_CONFIG=/design/flow/config.mk WORK_HOME=/design/flow/orfs finish
```
`flow/config.mk`:
```
export PLATFORM = sky130hd
export DESIGN_NAME = syn_fifo
export DESIGN_NICKNAME = syn_fifo
export VERILOG_FILES = /design/flow/design.v
export SDC_FILE = /design/flow/constraint.sdc
export NUM_CORES = 4
export LEC_CHECK = 1
export CORE_UTILIZATION = 40
```
`flow/constraint.sdc`:
```
current_design syn_fifo

set clk_period 3.4
set clk_io_pct 0.2

create_clock -name clk0 -period $clk_period [get_ports {clk}]

set non_clock_inputs [all_inputs -no_clocks]
set_input_delay [expr $clk_period * $clk_io_pct] -clock clk0 $non_clock_inputs
set_output_delay [expr $clk_period * $clk_io_pct] -clock clk0 [all_outputs]
```
==> impl_metrics.ini <==
; flow metrics
[status]
result_of_the_run = finished clean

[global_route]
grt_util_met1 = 0.242
grt_busiest_layer = met2
grt_pass1_vias = 1762
pin_count_of_the_biggest_net_entering_global_routing = 22
first_pass_grt_wire_length_um = 9230
met3_usage = 0.0689
globalRouteMet2Util = 0.246
grt_overflow = 0
antenna_violations_before_repair = 0
track_usage = 0.162

[logic_synthesis]
netlist-cell-type-count = 32
cell_area_synth_mm2 = 0.00321
synth_area_per_cell_um2 = 17.4
synth_top_area_share = 0.600
largest_area_cell = sky130_fd_sc_hd__edfxtp_1
synthXorXnorAreaFrac = 0.0211
yosysChipArea_mm2 = 0.00321
yosys.stat.seqShare = 0.699
synth.logic.top_family = multiplexers
synth-adder-area-share = 0.00781
area_leaders = sky130_fd_sc_hd__edfxtp_1, sky130_fd_sc_hd__mux4_2, sky130_fd_sc_hd__dfxtp_1
ys_cells = 184
mux_area_frac = 0.147
yosys_register_bits = 80
ys_sh_simple = 0.0539
yosys.area_share.aoi = 0.0429
synth_warnings = 1
synth_cells = 184

[drt]
detail_route.drc_violations = 0
antenna_cells_inserted = 0
post_drt_wl_per_cell_um = 17.3
post_drt_via_cell_ratio = 5.10
ant_nets = 0
route.vias.total = 1662
dr_iter_0_viols = 68
drt_wl_total_um = 5640
drt_pre_antenna_iters = 4

[clocking]
tritoncts.num_buffers = 9
post-cts-setup-buffers = 0
maximum_number_of_buffers_from_clock_root_to_sink = 2
cts.reportedPaths.clkPinSlew_ps = 80
ctsHtreeMaxLevel = 3
cts_tree = built
tritoncts_num_sinks = 80
cts_resized = 0
cts.root.buffer_cell = sky130_fd_sc_hd__clkbuf_8
cts-hold-fix-buffers = 0
insertion_delay_ps = 340

[worst_setup_path]
cp-start-kind = flip-flop
critical_path_buf_inv_count = 2
critical_path.endpoint_type = output port
maximum_fanout_encountered_on_the_critical_timing_path = 12
data_arrival_time_of_the_critical_path_ps = 2060
critical_path.cell_chain = buf_4, xor2_2, or2_2, nor3_1, clkdlybuf4s50_1
timing_worst_setup_path_type = flip-flop to output port
cpPeakStageDelay_ps = 480
timing.critical_path.required_ps = 2720
critical_path.top_delay_family = buffers and inverters
slowest_cp_cell = sky130_fd_sc_hd__clkdlybuf4s50_1

[sta]
timing.final.crit_period_ps = 2740
grt_setup_unrepaired = no
final.setup_skew_ps = 11.6
final_max_slew_viol_count = 0
finalClockPeriodUsage = 0.805
finalHoldViolations = 0
fin_tns_setup_ps = 0
slew-limit-headroom = 0.479
maxClockFrequency_mhz = 365
worstMarginPinSlew_ps = 778
setup_viol_count_final = 0
timing.final.ws_setup_ps = 663

[flow_run]
openroad.warnings = 25
maxCapViolations = 0

[placement]
gp_congestion = 0.751
place_worst_setup_slack_ps = 777
port-buffer-count = 21
place.detailed.hpwl_um = 3640

[min_path]
timing.hold.worst.class = flip-flop to flip-flop

[die]
fp-row-count = 32
die.size.x_um = 91.5
design.portCount = 22
die_height_um = 91.5
floorplan_die_area_mm2 = 0.00838
core_mm2 = 0.00773
init_core_util = 0.415

[pwr]
power-per-cell-area_mw_per_mm2 = 563
ir_worst_vdd_mv = 0.233
power.static_leakage_nw = 1.26

[final_layout]
layout_top_cell = sky130_fd_sc_hd__edfxtp_1
fillers = 626
syn2layout_area_growth_pct = 19.5
logic_area_um2 = 898
share_of_final_layout_standard_cells_stronger_than_drive_strength_1 = 0.254
layout_top_cells = sky130_fd_sc_hd__edfxtp_1, sky130_fd_sc_hd__clkdlybuf4s50_1, sky130_fd_sc_hd__mux4_2, sky130_fd_sc_hd__dfxtp_1, sky130_fd_sc_hd__buf_4
area.sequential_mm2 = 0.00224
[cell type report]
| cell class | count | share of cell area |
|---|---|---|
| multi-input cells | 90 | 0.234 |
| inverters | 2 | 0.00196 |
| clock buffers | 14 | 0.0451 |
| well taps | 102 | 0.0333 |
| repair buffers | 36 | 0.0843 |
| clock inverters | 2 | 0.0157 |
| flip-flops and latches | 80 | 0.585 |
[path summary, 6_finish.rpt]
path                                             start                      to  slack, ps  cells after the start
worst max register to register  wr_ptr[0]$_SDFFE_PN0P_    fifo[3][4]$_DFFE_PP_       1110                      4
worst min register to register  rd_ptr[3]$_SDFFE_PN0P_  rd_ptr[3]$_SDFFE_PN0P_        520                      2
worst max-delay path            rd_ptr[1]$_SDFFE_PN0P_                 o_empty        660                      5
worst min-delay path            rd_ptr[3]$_SDFFE_PN0P_  rd_ptr[3]$_SDFFE_PN0P_        520                      2
[cells in the mapped netlist, drive strengths merged]
cell type	instances
edfxtp	64
dfxtp	16
mux4	16
mux2i	11
o21ai	11
buf	9
a21oi	8
nand2	7
nor2	6
xor2	5
nor4	4
clkbuf	3
nand2b	3
nand3	3
and2	2
ha	2
inv	2
nor3	2
or2	2
a21boi	1
nand4	1
o21a	1
o41a	1
o41ai	1
or3	1
or3b	1
xnor2	1
[registers in the layout (all words and copies together) (netlist names)]
name	flops
wr_ptr	4
o_data	8
rd_ptr	4
fifo	64
[worst reg2reg max path, stage by stage (launching register included)]
cell                      delay, ps
sky130_fd_sc_hd__dfxtp_1        630
sky130_fd_sc_hd__xor2_2         260
sky130_fd_sc_hd__o41ai_2        110
sky130_fd_sc_hd__or2_2          320
sky130_fd_sc_hd__nor2_1         600
[layer usage]
metal	routed length, µm	vias to the layer above
met2	2760	53
li1	-	783
met5	0	-
met1	2390	818
met4	93	0
met3	398	8
[logic make-up (layout without fill, tap and decap cells)]
| kind of cell | after synthesis | count (layout) |
|---|---|---|
| AOI/OAI and AO/OA | 23 | 23 |
| and+or+nand+nor | 32 | 32 |
| muxes | 27 | 27 |
| adders and majority gates | 2 | 2 |
| buffers and inverters | 14 | 54 |
| xor gates and xnor gates | 6 | 6 |
| DFF | 80 | 80 |
[stage by stage]
stage	power (mW)	hold WS, ps	util	area, µm²	cells
global placement	1.39	505	0.466	3600	310
finish	2.16	521	0.496	3830	326
detailed placement	1.40	514	0.466	3600	310
floorplan	1.30	478	-	3210	184
CTS	2.18	526	0.496	3830	326
global route	2.25	578	0.496	3830	326
[report_power, final]
group,internal (mW),switching (mW)
Combinational,0.144,0.115
Sequential,1.09,0.0200
Clock,0.475,0.315
Total,1.71,0.450
No activity file was given, so power comes from the tool's default toggle rates.
