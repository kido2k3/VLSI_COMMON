==> design.v <==
module asc_fifo #(
    parameter P_DEPTH       = 8, 
    parameter P_DATA_W      = 8
)(
    input                               wclk, 
    input                               wrst_n, 
    input                               w_en, 
    input           [P_DATA_W - 1   :0] i_data,
    output                              o_full,
    input                               rclk, 
    input                               rrst_n, 
    input                               r_en,
    output                              o_empty,
    output  reg     [P_DATA_W - 1   :0] o_data
);
    localparam  P_PTR_W = 4;  
    reg [P_PTR_W - 1 : 0] g_wptr_sync;
    reg [P_PTR_W - 1 : 0] g_rptr_sync;
    reg [P_PTR_W - 1 : 0] b_wptr; 
    reg [P_PTR_W - 1 : 0] b_rptr;
    reg [P_PTR_W - 1 : 0] g_wptr; 
    reg [P_PTR_W - 1 : 0] g_rptr;
    synchronizer #(
        .P_DATA_W    (P_PTR_W)
    ) u_synchronizer0 (
        .clk         (rclk),
        .rst_n       (rrst_n),
        .i_data      (g_wptr),
        .o_data      (g_wptr_sync)
    );
    synchronizer #(
        .P_DATA_W    (P_PTR_W)
    ) u_synchronizer1 (
        .clk         (wclk),
        .rst_n       (wrst_n),
        .i_data      (g_rptr),
        .o_data      (g_rptr_sync)
    );
    wptr_handler #(
        .P_PTR_W          (P_PTR_W)
    ) u_wptr_handler (
        .wclk             (wclk),
        .wrst_n           (wrst_n),
        .i_w_en           (w_en),
        .i_g_rptr_sync    (g_rptr_sync),
        .o_b_wptr         (b_wptr),
        .o_g_wptr         (g_wptr),
        .o_full           (o_full)
    );
    rptr_handler #(
        .P_PTR_W          (P_PTR_W)
    ) u_rptr_handler (
        .rclk             (rclk),
        .rrst_n           (rrst_n),
        .i_r_en           (r_en),
        .i_g_wptr_sync    (g_wptr_sync),
        .o_b_rptr         (b_rptr),
        .o_g_rptr         (g_rptr),
        .o_empty          (o_empty)
    );
    fifo_mem #(
        .P_DEPTH     (P_DEPTH),
        .P_DATA_W    (P_DATA_W),
        .P_PTR_W     (P_PTR_W)         
    ) u_fifo_mem (
        .wclk        (wclk),
        .w_en        (w_en),
        .b_wptr      (b_wptr),
        .i_data      (i_data),
        .i_full      (o_full),
        .rclk        (rclk),
        .r_en        (r_en),
        .b_rptr      (b_rptr),
        .i_empty     (o_empty),
        .o_data      (o_data)
    );
endmodule
module fifo_mem #(
    parameter P_DEPTH       = 8, 
    parameter P_DATA_W      = 8, 
    parameter P_PTR_W       = 4      
) (
    input                               wclk, 
    input                               w_en, 
    input           [P_PTR_W - 1    :0] b_wptr,
    input           [P_DATA_W - 1   :0] i_data,
    input                               i_full,
    input                               rclk, 
    input                               r_en,
    input           [P_PTR_W - 1    :0] b_rptr,
    input                               i_empty,
    output  reg     [P_DATA_W - 1   :0] o_data
);
    reg [P_DATA_W - 1 : 0] fifo[P_DEPTH];
    always@(posedge wclk) begin
        if(w_en & !i_full) begin
            fifo[b_wptr[P_PTR_W - 2 : 0]] <= i_data;
        end
    end
    assign o_data = fifo[b_rptr[P_PTR_W - 2 : 0]];
endmodule
module rptr_handler #(
    parameter P_PTR_W = 4
)(
    input                               rclk, 
    input                               rrst_n, 
    input                               i_r_en, 
    input       [P_PTR_W - 1    : 0]    i_g_wptr_sync, 
    output  reg [P_PTR_W - 1    : 0]    o_b_rptr,
    output  reg [P_PTR_W - 1    : 0]    o_g_rptr,
    output  reg                         o_empty
);
    reg [P_PTR_W - 1 : 0] b_rptr_nxt;
    reg [P_PTR_W - 1 : 0] g_rptr_nxt;
    wire                  empty_nxt;
    assign b_rptr_nxt = o_b_rptr + (i_r_en & !o_empty);
    assign g_rptr_nxt = (b_rptr_nxt >>1) ^ b_rptr_nxt;
    always @(posedge rclk) begin
        if(!rrst_n) begin
            o_b_rptr <= 0;  
            o_g_rptr <= 0;
            o_empty  <= 1;
        end else begin
            o_b_rptr <= b_rptr_nxt;
            o_g_rptr <= g_rptr_nxt;
            o_empty  <= empty_nxt;
        end
    end
    assign empty_nxt = (i_g_wptr_sync == g_rptr_nxt);
endmodule
module synchronizer #(
    parameter P_DATA_W = 8
)(
    input                               clk, 
    input                               rst_n, 
    input       [P_DATA_W - 1   : 0]    i_data, 
    output  reg [P_DATA_W - 1   : 0]    o_data
);
    reg [P_DATA_W - 1   : 0]    q1;
    always @(posedge clk) begin
        if(!rst_n) begin
            q1      <= 0;
            o_data  <= 0;
        end else begin
            q1      <= i_data;
            o_data  <= q1;
        end
    end
endmodule
module wptr_handler #(
    parameter P_PTR_W = 4
)(
    input                               wclk, 
    input                               wrst_n, 
    input                               i_w_en, 
    input       [P_PTR_W - 1    : 0]    i_g_rptr_sync, 
    output  reg [P_PTR_W - 1    : 0]    o_b_wptr,
    output  reg [P_PTR_W - 1    : 0]    o_g_wptr,
    output  reg                         o_full
);
    reg [P_PTR_W - 1 : 0] b_wptr_nxt;
    reg [P_PTR_W - 1 : 0] g_wptr_nxt;
    wire                  full_nxt;
    assign b_wptr_nxt = o_b_wptr + (i_w_en & !o_full);
    assign g_wptr_nxt = (b_wptr_nxt >>1) ^ b_wptr_nxt;
    always @(posedge wclk) begin
        if(!wrst_n) begin
            o_b_wptr <= 0;  
            o_g_wptr <= 0;
            o_full   <= 0;
        end else begin
            o_b_wptr <= b_wptr_nxt;
            o_g_wptr <= g_wptr_nxt;
            o_full   <= full_nxt;
        end
    end
    assign full_nxt = (g_wptr_nxt == {~i_g_rptr_sync[P_PTR_W - 1 -: 2], i_g_rptr_sync[0 +: P_PTR_W - 2]});
endmodule
==> run.sh <==
#!/bin/bash
# OpenROAD 26Q1-2900-gdf79404cd8, Yosys 0.63+post, stock flow scripts
make -C /OpenROAD-flow-scripts/flow DESIGN_CONFIG=/design/flow/config.mk WORK_HOME=/design/flow/orfs finish
==> config.mk <==
export PLATFORM = sky130hd
export DESIGN_NAME = asc_fifo
export DESIGN_NICKNAME = asc_fifo
export VERILOG_FILES = /design/flow/design.v
export SDC_FILE = /design/flow/constraint.sdc
export NUM_CORES = 4
export LEC_CHECK = 1
export CORE_UTILIZATION = 40
==> constraint.sdc <==
current_design asc_fifo

set clk_period 4.4
set clk_io_pct 0.2

create_clock -name clk0 -period $clk_period [get_ports {rclk}]
create_clock -name clk1 -period $clk_period [get_ports {wclk}]

set non_clock_inputs [all_inputs -no_clocks]
set_input_delay [expr $clk_period * $clk_io_pct] -clock clk0 $non_clock_inputs
set_output_delay [expr $clk_period * $clk_io_pct] -clock clk0 [all_outputs]
==> flow_summary.yaml <==
# physical design summary
global_routing:
  grt_most_used_layer: "met2"
  grt.total_usage_pct: 14.38
  use_met1_pct: 20.23
  grt_max_degree: 22
  gr-total-overflow: 0
  antenna_found_initial: 0
  use_met3_pct: 8.503
  grt_pass1_vias: 1896
  grt_pass1_wl_um: 9680
  grt_util_met2_pct: 21.29
synth:
  yosysTopAreaCell: "edfxtp_1"
  yosys_most_used_dff: "edfxtp_1"
  synthCells: 212
  yosys-top-cells-area: "edfxtp_1 (52%), dfxtp_1 (17%), mux4_2 (9.7%), and2_1 (4.2%), xnor2_1 (2.8%)"
  ys_warn_count: 9
  synth_area_um2: 3704
  edf_count: 64
  ys_seq_share_pct: 69.19
  ys_async_sr_fraction_pct: 0
  avgSynthCellArea_um2: 17.47
  yosys-stat-area_um2: 3704
  synth_top_area_share_pct: 51.89
  ys_cells: 212
  numSynthFlops: 96
  ys_types: 27
power_and_ir_drop:
  p_comb_share_pct: 7.0
  leakagePower_nw: 1.518
  clkPwrFrac_pct: 37.3
  power-per-cell-area_nw_per_um2: 409.7
  p_sw_uw: 375.1
  vdd_drop_max_mv: 0.1759
  intPower_mw: 1.405
  p_seq_share_pct: 55.8
  p_sw_share_pct: 21.07
flow_run:
  warnings: 27
  maxCapViolCount: 0
timing:
  worst_pin_slew_ns: 0.6620
  timing.setup.tns_ns: 0
  hold_violations: 0
  relSlewSlack_pct: 55.81
  finalClockSkew_ns: 0.009748
  slew_viol_final: 0
  rsz0062_at_grt: "false"
  finalSetupViolCount: 0
  fin_hold_ws_ns: 0.3452
floorplanning:
  top_level_ports: 24
  core-area_um2: 8848
  initCoreUtil_pct: 41.86
  die_x_um: 98.23
  die_h_um: 98.23
  chipArea_um2: 9648
  rows: 34
route:
  drt-initial-drc-count: 63
  antenna_cells: 0
  ant_nets: 0
  num_vias: 1790
  wl_um: 5858
  drt-pass1-iter-count: 4
  drc_errors: 0
  via_per_inst: 4.931
  avgRoutedWirePerCell_um: 16.14
outcome:
  run_status: "complete, no violations"
setup_path:
  cp-end-kind: "output port"
  timing.rr.end: "u_wptr_handler.o_full"
  worst_r2r_path_depth: 6
  cp.required_ns: 3.52
  crit_arrival_ns: 2.12
  worstReg2RegStart: "u_wptr_handler.o_full"
  endpoint: "o_data[4]"
  regToRegSetupSlack_ns: 2.28
  path_max_fanout: 18
  path_cells: "buf_4 -> mux4_2 -> mux2_2 -> clkdlybuf4s50_1"
  worst_setup_path_start_kind: "flip-flop"
  cp_slowest_stage_delay_ns: 0.54
  startpoint: "u_rptr_handler.o_b_rptr[0]"
  cp_slowest_cell: "mux4_2"
  worstSetupPathType: "flip-flop to output port"
place:
  portBuffers: 22
  dp.final_hpwl_um: 3694
  gp_congestion: 0.7917
final_layout:
  syn2layout_area_growth_pct: 17.33
  drive_gt1_share_pct: 21.57
  layout_top_cell: "edfxtp_1"
  lay_top_cells: "edfxtp_1 (64), dfxtp_1 (32), and2_1 (25)"
  n_fill_cell: 738
clock_network:
  post-cts-setup-buffers: 0
  cts_tree: "done"
  clkTransAtPathRegs_ns: 0.08
  postCtsHoldBufs: 0
  cts.sinks: 96
  cts_resized: 0
hold_path:
  hold_path.class: "flip-flop to flip-flop"
[synth_stat cells, types with 2 or more instances]
cell type and count:
edfxtp_1 64, dfxtp_1 32, and2_1 25, mux4_2 16
xnor2_1 12, nor2_1 10, mux2_2 8, xor2_1 6
ha_1 4, nor2b_1 4, buf_2 3, clkbuf_1 3
nand2_1 3, nand3_1 3, xor3_1 3, buf_1 2
nand2b_1 2, nor3_1 2, xnor3_1 2
[worst min path at each step]
stage                         startpoint               endpoint  slack [ns]  cells past startpoint
CTS           u_rptr_handler.o_g_rptr[2]  u_synchronizer1.q1[2]        0.34                      1
global route  u_rptr_handler.o_g_rptr[2]  u_synchronizer1.q1[2]        0.36                      1
finish        u_rptr_handler.o_g_rptr[2]  u_synchronizer1.q1[2]        0.35                      1
[through the flow]
stage / instance area [µm²] / worst slack [ns] / instances / power [mW] / utilization (%)
final: 4345 / 1.397 / 363 / 1.780 / 49.11
after global routing: 4345 / 1.291 / 363 / 1.851 / 49.11
after CTS: 4345 / 1.353 / 363 / 1.805 / 49.11
after detailed placement: 4089 / 1.229 / 343 / 1.141 / 46.21
after global placement: 4089 / 1.281 / 343 / 1.140 / 46.21
after floorplan: 3704 / 1.794 / 212 / 1.084 / -
[critical path: cells and delay by family (launching register included)]
kind	cells	cell delay, ns
buffers and inverters	2	0.73
multiplexers	2	0.83
flip-flops	1	0.31
[kinds of logic after synthesis]
logic type      after synthesis  share of synthesized area (%)
compound gates                4                         0.9796
xor+xnor                     23                          7.399
fa+ha+maj                     4                          1.351
buf+inv                      10                          1.317
flops                        96                          69.19
mux                          24                          12.16
simple gates                 51                          7.601
[routing by layer]
| metal | vias to the layer above | share of wire (%) | wire length (µm) |
|---|---|---|---|
| met1 | 856 | 41 | 2404 |
| met2 | 73 | 47 | 2757 |
| met4 | 0 | 1.2 | 69 |
| met3 | 8 | 11 | 626 |
| li1 | 853 | - | - |
| met5 | - | 0 | 0 |
[power groups by stage]
| stage | Sequential, mW | Combinational, mW | Clock (mW) |
|---|---|---|---|
| 5_1_grt | 0.996 | 0.137 | 0.719 |
| 4_1_cts | 0.993 | 0.127 | 0.685 |
| 6_report | 0.993 | 0.124 | 0.663 |
[sequential cells by signal, indices dropped and copies added, names as in the netlist, 3 cells and up]
register,cells
u_fifo_mem.fifo,64
u_rptr_handler.o_b_rptr,4
u_rptr_handler.o_g_rptr,3
u_synchronizer0.o_data,4
u_synchronizer0.q1,4
u_synchronizer1.o_data,4
u_synchronizer1.q1,4
u_wptr_handler.o_b_wptr,4
u_wptr_handler.o_g_wptr,3
[cell type report]
type                       count  area (µm²)  area share, %
sequential                    96        2562          58.97
multi-input combinational    106        1092          25.14
timing repair buffer          32       295.3          6.795
clock buffer                  13       178.9          4.117
tap                          108       135.1          3.110
clock inverter                 7       77.57          1.785
inverter                       1       3.754        0.08638
Power figures rest on the tool's default switching activity, not on a simulated workload.
